==> ./design.v <==
module Multiplier (input [31:0] data1, data2, output [31:0] result);
  reg sign1, sign2, crr, r_sign;
  reg [7:0] exp1, exp2;
  reg [22:0] mantis1, mantis2, r_mantis2;
  reg [47:0] r_mantis1;
  reg [8:0] exp3;
  reg [9:0] exp4;
  reg [7:0] r_exp;
  wire [23:0] num1, num2;
  reg [47:0] r;
  assign exp1 = data1[30:23];
  assign mantis1 = data1[22:0];
  assign sign1 = data1[31];
  assign sign2 = data2[31];
  assign exp2 = data2[30:23];
  assign mantis2 = data2[22:0];
  assign r_sign = sign1 ^ sign2;
  assign exp3 = exp1 + exp2;
  assign exp4 = {exp3} - 9'd127;
  assign num1 = {1'b1,mantis1};
  assign num2 = {1'b1,mantis2};
  always @(num1, num2) begin
    r_mantis1 = num1 * num2;
  end
  assign r_mantis2 = (r_mantis1[47]) ? r_mantis1[46:24] : r_mantis1[45:23];
  assign {crr,r_exp} = exp4[7:0] + {7'b0,r_mantis1[47]};
  assign result[31] = ((~|data1) | (~|data2)) ? 1'b0 : r_sign;
  assign result[30:23] = ((~|data1) | (~|data2)) ? 8'b0 : r_exp;
  assign result[22:0] = ((~|data1) | (~|data2)) ? 23'b0 : r_mantis2;
endmodule
==> ./run.sh <==
#!/bin/bash
# OpenROAD 26Q1-2900-gdf79404cd8, Yosys 0.63+post, stock flow scripts
make -C /OpenROAD-flow-scripts/flow DESIGN_CONFIG=/design/flow/config.mk WORK_HOME=/design/flow/orfs finish
==> ./config.mk <==
export PLATFORM = sky130hd
export DESIGN_NAME = Multiplier
export DESIGN_NICKNAME = Multiplier
export VERILOG_FILES = /design/flow/design.v
export SDC_FILE = /design/flow/constraint.sdc
export NUM_CORES = 4
export LEC_CHECK = 1
export CORE_UTILIZATION = 50
==> ./constraint.sdc <==
current_design Multiplier

set clk_period 33.5
set clk_io_pct 0.2

create_clock -name clk0 -period $clk_period

set non_clock_inputs [all_inputs -no_clocks]
set_input_delay [expr $clk_period * $clk_io_pct] -clock clk0 $non_clock_inputs
set_output_delay [expr $clk_period * $clk_io_pct] -clock clk0 [all_outputs]
==> flow_summary.yaml <==
# synthesis and place-and-route metrics
cells_and_area:
  syn2layout_area_growth_pct: 8.36
  clkbuf_count: 0
  ff_count: 0
  fillers: 3479
  regArea_sq_um: 0
  layout-drive-gt1-share: 0.0288
routing:
  diodes: 0
  ant_nets: 0
  num_vias: 14200
  viasPerCell: 5.21
  wl_um: 53100
  drt_pass1_iterations: 7
  drc: 0
  avgRoutedWirePerCell_um: 19.4
  first_iter_violations: 553
synth:
  yosys-top-cells-area: "fa_1 51%, ha_1 12%, inv_1 11%"
  aoi_share: 0.0399
  ys_sh_adder: 0.627
  syn-cell-area_sq_mm: 0.0190
  syn_avg_cell_area_sq_um: 8.72
  yosysTopAreaCell: "fa_1"
  xor_area_frac: 0.0161
  yosysTopAreaCellShare: 0.507
  synth_simple_gate_area_share: 0.170
  synthCells: 2180
  synth.distinct_cells: 53
  ys_seq_frac: 0
  synth_warnings: 11
  yosys_cells: 2180
  yosys-stat-area_sq_mm: 0.0190
  mux_area_frac: 0.0153
  ys_top_logic_family: "adder cells"
grt:
  antenna_found_initial: 1
  grt_pass1_vias: 15600
  gr-total-overflow: 0
  grt_max_degree: 34
  grt_pass1_wl_um: 85500
  grt_util_all_layers: 0.317
final_timing:
  totalNegativeSetupSlack_ps: 0
  final.min_clock_period_ps: 23290
  setup_viol: 0
  period_used_share: 0.695
  timing.fmax_mhz: 42.9
  drv_slew: 0
  worst_slack_ps: 10210
  tightest_slew_ps: 808
  hold_viol_final: 0
  rsz0062_at_grt: "false"
  relSlewSlack: 0.460
floorplan:
  dieHeight_um: 197
  die_width_um: 197
  coreArea_sq_mm: 0.0376
  initial_core_util: 0.506
  fp-row-count: 71
  die_area_sq_mm: 0.0388
  boundaryPins: 96
critical_path:
  cp_num_buf_inv: 10
  cp_data_required_time_ps: 26800
  critPathCaptureType: "output pin"
  critPathMaxFanout: 17
  worstSetupStartpointType: "input port"
  critPathMaxStageDelay_ps: 530
  crit_top_cell: "fa_1"
  crit_slowest_cell: "fa_1"
  crit_family: "adder cells"
  path_class: "input port to output pin"
  cp.arrival_ps: 16590
placement:
  hpwl_um: 40200
  gp_congestion: 0.998
  port-buffer-count: 96
  preCtsSetupSlack_ps: 10290
hold_path:
  whs_path_depth: 4
  holdPathEnd: "result[31]"
  hold_path.class: "input port to output pin"
  hold_start: "data2[31]"
run:
  log.warning_count: 33
  cap_violations: 0
cts:
  cts_resized: 0
  holdBufCountCts: 0
  post-cts-setup-buffer-count: 0
run_status:
  status: "finished, final reports clean"
[logic make-up after synthesis]
family,count (synthesis)
buffers and inverters,665
XOR/XNOR,34
multiplexers,27
adder cells (fa/ha/maj),664
AND/OR/NAND/NOR,671
AND-OR/OR-AND,119
[through the flow]
stage	area, sq um	hold WS [ps]	util	instances
finish	20600	14410	0.548	2736
floorplan	19000	13470	-	2180
global placement	20600	14410	0.548	2736
CTS	20600	14420	0.548	2736
global route	20600	14440	0.548	2736
detailed placement	20600	14410	0.548	2736
[worst min-delay path: cells and delay by family]
kind	cells	cell delay, ps
AND/OR/NAND/NOR	1	40
XOR/XNOR	1	140
buffers and inverters	2	830
[Yosys cell counts (all sizes together) (2+ instances only)]
master,number
a21boi,2
nor4,16
nor2,61
fa,482
xnor2,24
nor3,6
nand4,11
nor2b,5
o211ai,4
nand2b,5
nand3,11
mux2i,19
and3,2
a31oi,5
xor2,10
a31o,2
mux2,8
ha,182
clkbuf,96
a21oi,41
a211oi,4
buf,3
o21bai,9
nand2,325
clkinv,2
inv,564
and2,224
o21ai,24
a21o,17
[per-layer routing]
metal  track usage  wire length (um)
met5        0.0115                68
met4        0.0669              1440
met3         0.113              4660
met2         0.525             26800
met1         0.421             20100
[cell type report]
type,count,area (sq um),share of cell area
Tap cell,511,639,0.0310
Multi-Input combinational cell,1515,16500,0.802
Inverter,566,2120,0.103
Timing Repair Buffer,144,1320,0.0641
[how the worst max path moves through the flow]
stage	startpoint	to	slack [ps]	cells past startpoint
after CTS	data2[8]	result[30]	10270	38
final	data2[8]	result[30]	10210	38
after global routing	data2[8]	result[30]	9600	38
[cell usage in the layout (no fill, tap or decap), types with 16 or more instances in the layout]
cell,n
inv_1,564
clkdlybuf4s50_1,96
and2_1,224
nand2_1,325
xnor2_1,23
o21ai_0,20
buf_4,48
a21o_1,17
nor4_1,16
a21oi_1,41
mux2i_1,19
fa_1,482
nor2_1,59
ha_1,182
