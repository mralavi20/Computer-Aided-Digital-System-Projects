File: ./run.sh
#!/bin/bash
# OpenROAD 26Q1-2900-gdf79404cd8, Yosys 0.63+post, stock flow scripts
make -C /OpenROAD-flow-scripts/flow DESIGN_CONFIG=/design/flow/config.mk WORK_HOME=/design/flow/orfs finish
File: ./config.mk
export PLATFORM = sky130hd
export DESIGN_NAME = PE
export DESIGN_NICKNAME = PE
export VERILOG_FILES = /design/flow/design.v
export SDC_FILE = /design/flow/constraint.sdc
export NUM_CORES = 4
export LEC_CHECK = 1
export CORE_UTILIZATION = 40
File: ./constraint.sdc
current_design PE

set clk_period 21.7
set clk_io_pct 0.2

create_clock -name clk0 -period $clk_period [get_ports {clk}]

set non_clock_inputs [all_inputs -no_clocks]
set_input_delay [expr $clk_period * $clk_io_pct] -clock clk0 $non_clock_inputs
set_output_delay [expr $clk_period * $clk_io_pct] -clock clk0 [all_outputs]
File: ./design.v
module Address_generator(input en, count_en_y, rst_x, clk, input[1:0] sel, input[6:0] x, y, z, output done_ag, output reg[6:0] output_ag);
    reg[6:0] x_reg, y_reg, z_reg;
    reg[1:0] counter_y = 2'b00;
    reg[3:0] counter_col = 4'b0000;
    reg[4:0] counter_x = 5'b00000; 
    reg[5:0] counter_z = 4'b0000;
    always@(posedge clk) begin
        if(rst_x)
            counter_x = 5'b00000;
        if(en) begin
            x_reg = x;
            y_reg = y;
            z_reg = z;
        end
        else begin
            case (sel)
                2'b00 : begin  
                    if(counter_x == 5'b10000) begin  
                        x_reg = x_reg + 4;
                        counter_col = counter_col + 1;
                    end
                    output_ag = x_reg + counter_x;
                    counter_x = counter_x + 1;
                end 
                2'b01 : begin  
                    if(count_en_y) begin
                        output_ag = y_reg + counter_y;
                        counter_y = counter_y + 1;
                    end
                end 
                2'b10 : begin  
                        output_ag = z_reg + counter_z;
                        counter_z = counter_z + 1;
                end 
                default: output_ag = 7'bzzzzzzz;
            endcase
        end
    end
    assign done_ag = (counter_col == 4'b1110) ? 1 : 0;
endmodule
module Buffer_filter(input clk, filter_we, filter_re, rst_filter, input[31:0] input_filter, output reg[7:0] output_filter, output full_f);
    reg[2:0] counter_write = 3'b000;
    reg[3:0] counter_shift = 4'b0000;
    reg[127:0] buff, temp_buff;
    always@(posedge clk) begin
        if(rst_filter)
            counter_shift = 4'b0000;
        if(filter_re) begin
            if(counter_shift == 4'b0000)
                temp_buff = buff;
            output_filter = temp_buff[127:120];
            temp_buff = {temp_buff[119:0], 8'bxxxxxxxx};  
            counter_shift = counter_shift + 1;
        end
        else if(filter_we) begin
            buff = {buff[95:0], input_filter};  
            counter_write = counter_write + 1;
        end
    end
    assign full_f = (counter_write == 3'b100) ? 1 : 0;
endmodule
module Buffer_main (input clk, main_we, main_re, rst_main, input[31:0] input_main, output reg[127:0] output_main, output empty, full);
    reg[2:0] counterColumn = 3'b0, counterRow = 3'b0;
    reg[3:0] counterOut = 4'b0;
    reg[127:0] buff[0:3];  
    always@(counterColumn) begin
        if(counterColumn == 3'b100) begin
            if(counterRow!= 3'b011) begin
                buff[0] = buff[1];
                buff[1] = buff[2];
                buff[2] = buff[3];
            end
            counterRow = counterRow + 1;
            counterColumn = 3'd0;
        end
    end
    always@(posedge clk) begin
        if(rst_main)begin
            buff[0] = 128'b0;
            buff[1] = 128'b0;
            buff[2] = 128'b0;
            buff[3] = 128'b0;
            counterColumn = 3'b0;
            counterRow = 3'b0;
            counterOut = 4'b0;
        end
        else if(main_re) begin
            output_main = {buff[0][127:96], buff[1][127:96], buff[2][127:96], buff[3][127:96]};
            buff[0] = {buff[0][119:0], 8'bxxxxxxxx};
            buff[1] = {buff[1][119:0], 8'bxxxxxxxx};
            buff[2] = {buff[2][119:0], 8'bxxxxxxxx};
            buff[3] = {buff[3][119:0], 8'bxxxxxxxx};
            counterOut = counterOut + 1;
        end
        else if(main_we) begin
            if(!full) begin
                buff[3] = {buff[3][95:0], input_main};
                counterColumn = counterColumn + 1;
            end
        end
    end
    assign empty = (counterOut == 4'd13) ? 1 : 0;
    assign full = (counterRow== 3'b100) ? 1 : 0;
endmodule
module Buffer_window(input clk, window_we, window_re, input[127:0] input_w, output reg[7:0] output_w);
    reg[127:0] buff;
    always@(posedge clk) begin
        if(window_we)
            buff = input_w;
        else if(window_re) begin
            output_w = buff[127:120];
            buff = {buff[119:0], 8'bxxxxxxxx};
        end
    end
endmodule
module MAC(input clk, rst, en, input[7:0] input_mac, input_s, output reg[7:0] output_mac, output done_mac);
    reg[4:0] counter = 5'b00000;
    reg last;
    reg[7:0] mul = 8'b00000000;
    reg[11:0] register = 12'b000000000000;
    reg[15:0] sum = 16'b0000000000000000;
    reg[7:0] out;
    always@(posedge clk) begin
        if(rst) begin
            counter = 5'b00000;
            register = 12'b000000000000;
        end
        if(last)begin
            out = register[11:4];
            last = 1'b0;
        end
        else if(en) begin
            if(counter == 5'b10000)
                last = 1'b1;
            if(counter == 5'b00000)
                counter = counter + 1;
            else begin
                sum = input_s * input_mac;
                mul = sum[15:8];
                register = register + mul;
                counter = counter + 1;
            end
        end
    end
    assign output_mac = out;
    assign done_mac = (counter == 5'b10000) ? 1 : 0;
endmodule
module PE(input ldAdr, rstX, clk, rstWR, ldWR, rstCalc, enCalc, WEview, REview, 
		        WEFilter, REFilter, WETemp, RETemp, rstTemp, rstFilter, lastWR,
                input[31:0] DataIn,
		        input[6:0] x, y, z, 
		        input[1:0] sel, 
		        output doneAdr, fullWR, macDone, fullFilter, fullTemp, emptyTemp,
                output[6:0] AdrOut,
                output[31:0] DataOut);
    wire [7:0] macOut , FilterOut, ViewOut;
    wire [127:0] OutTemp;
    Buffer_main BM(.input_main(DataIn), .clk(clk), .main_we(WETemp), .main_re(RETemp), .full(fullTemp), .rst_main(rstTemp), .output_main(OutTemp), 
                   .empty(emptyTemp));
    Buffer_filter BF(.clk(clk), .rst_filter(rstFilter), .input_filter(DataIn), .filter_we(WEFilter), .filter_re(REFilter), 
                     .output_filter(FilterOut), .full_f(fullFilter));
    Buffer_window BW(.clk(clk), .window_we(WEview), .window_re(REview) , .input_w(OutTemp), .output_w(ViewOut));
    MAC mac(.clk(clk), .rst(rstCalc), .input_mac(ViewOut), .input_s(FilterOut), .en(enCalc), .done_mac(macDone), .output_mac(macOut));
    shift_register SR(.clk(clk), .last_sr(lastWR), .rst_sr(rstWR), .input_shift_register(macOut), .en(ldWR), .output_sr(DataOut) , .full(fullWR));
    Address_generator AG(.x(x), .y(y), .z(z), .sel(sel), .en(ldAdr), .count_en_y(WEFilter), .rst_x(rstX), .clk(clk), .output_ag(AdrOut), .done_ag(doneAdr));
endmodule
module shift_register(input clk, rst_sr, last_sr, en, input[7:0] input_shift_register, output reg[31:0] output_sr, output full);
    reg[2:0] counter = 3'b0;
    reg[31:0] register;
    always@(posedge clk) begin
        if(rst_sr)
            counter = 2'b0;
        else if(en) begin
            if(last_sr)
                register ={register[23:0], 8'b0};
            else
                register ={register[23:0], input_shift_register};
            counter = counter + 1;
        end
    end
    assign full = (counter == 3'd4) ? 1 : 0;
    assign output_sr = (counter == 3'd4) ? register : 32'bx;
endmodule
==> Slide: Implementation Results <==
Physical Implementation Snapshot

Critical path
  • Startpoint Class: input pin
  • Crit Path Category: input pin to flip-flop
  • Crit end category: flip-flop
  • CP max FO: between 60 and 70
  • Worst Path Arrival: between 7 and 8 ns
  • CP required: ~22 ns

Route
  • TritonRoute pass-1 iters: 5
  • Routed Antenna Nets: 0
  • Total Wirelength: 45,500 um
  • Iter 0 DRT Violations: roughly 830
  • Vias per inst: about 4.8
  • DR DRC count: 0
  • WL/cell: around 14 um
  • Routed vias: 15,463

Global route
  • First-pass GRT wire length: 77,100 um
  • Gr ovfl total: 0
  • Initial antenna violation count: 1
  • Number of global-route vias before repair: 15,280
  • GR Util All Layers: 0.136
  • Largest net degree at the start of global routing: just over 90

Yosys
  • Area leader share: 0.533
  • Commonest flop: edfxtp_1
  • Yosys top cell by area: edfxtp_1
  • Synth top cell by count: edfxtp_1
  • Synth cell count leaders: edfxtp_1 (507), nor2_1 (281), dfxtp_1 (162)
  • Flops after synth: ~670
  • Post-Syn Area: around 29,000 um2
  • Post-Syn Instances: about 2,100
  • Async set-or-reset flop fraction in the synthesized netlist: 0
  • Seq share, synth: 0.646
  • Flip-flops with a built-in enable: ~500
  • Yosys warns: between 500 and 600
  • Biggest area cells: edfxtp_1 (53%), dfxtp_1 (11%), mux2_2 (6.0%)
  • Post-Syn Area per Cell: 13.5 um2
  • Cell count listed in synth_stat.txt: between 2,000 and 2,500
  • Synth unique cells: ~60
  • Yosys chip area: 28,600 um2

Finish
  • Comb. cell area: ~9400 um2
  • Storage element area: ~18,000 um2
  • Synthesis-to-layout area growth: 15.5%
  • Layout cells sized above 1: 0.131
  • Post-route cell area: about 33,000 um2
  • Fillcell total: about 6,000

Die
  • Row count: 97
  • Full die area: 72,500 um2
  • Core area: roughly 70,000 um2
  • Die W: about 270 um
  • Init Core Util: 0.406
  • Io pins: ~120
  • Die H: ~270 um

Clock network
  • Cts bufs inserted: ~73
  • Clock Latency Late Sink: around 0.6 ns
  • Setup Fix Bufs, Post-CTS: 0
  • Deepest clock path buffer count: 3
  • Clk root buf: clkbuf_16
  • Htree depth: 3
  • Clk pin slew, worst setup/hold paths: about 0.050 ns
  • Post-CTS resize count: 0
  • Clock sinks: 669
  • CTS tree: done
  • Post-CTS Hold Buffers: 0

Timing
  • Post-route minimum period: 7.04 ns
  • RSZ-0062 raised after global routing: no
  • Max Clock Skew: about 0.023 ns
  • PnR worst setup slack: 14.66 ns
  • Worst Tran Pin Value: between 0.8 and 0.9 ns
  • Period utilisation layout: 0.324
  • F_max: between 100 and 150 MHz
  • Max-slew violation count: 0
  • Hold Fails Final Rpt: 0
  • Final setup viols: 0
  • TNS Setup: 0 ns
  • Slew margin rel.: 0.448

Place
  • Worst slack at placement: roughly 14 ns
  • Detail Placement HPWL: about 28,000 um
  • I/O Buffers: 114
  • DP Area: 30,600 um2
  • GP Congestion: roughly 0.85

Run status
  • Status: completed

Pwr
  • PwrDens: around 94 nW/um2
  • VDD IR max: around 0.069 mV
  • Pleak: roughly 12 nW

Run
  • OpenROAD warning count: 35
  • Max-Cap Viols: 0

Hold path
  • Hold Path Class: flip-flop to flip-flop
path summary, 6_finish.rpt:
kind                       startpoint                end  slack (ns)  cells after the start
setup reg to reg  BF.output_filter[1]    mac.register[8]       15.72                     18
hold / removal           BW.buff[123]     BW.output_w[3]        0.40                      0
setup / recovery            rstFilter  BF.temp_buff[100]       14.66                      7
hold reg to reg          BW.buff[123]     BW.output_w[3]        0.40                      0
metrics by stage:
step / util / hold WS (ns) / instances / total power (W)
after detailed placement: 0.435 / 0.405 / 3086 / 0.00195
after CTS: 0.469 / 0.398 / 3220 / 0.00314
after global placement: 0.435 / 0.403 / 3086 / 0.00194
after global routing: 0.469 / 0.423 / 3221 / 0.00326
final: 0.469 / 0.399 / 3221 / 0.00310
after floorplan: - / 0.400 / 2111 / 0.00184
cell families after synthesis:
| logic type | Yosys count | share of synthesized area |
|---|---|---|
| DFF | 669 | 0.646 |
| and+or+nand+nor | 591 | 0.101 |
| muxes | 288 | 0.108 |
| AOI/OAI and AO/OA | 228 | 0.0455 |
| buffers and inverters | 172 | 0.0239 |
| adders and majority gates | 113 | 0.0597 |
| xor gates and xnor gates | 49 | 0.0155 |
| other | 1 | 0.000131 |
area by class of cell:
type | count | share of cell area
flip-flops and latches | 669 | 0.560
multi-input cells | 1270 | 0.286
clock buffers | 106 | 0.0638
repair buffers | 133 | 0.0389
well taps | 940 | 0.0356
inverters | 74 | 0.00842
clock inverters | 28 | 0.00773
diodes | 1 | 0.0000758
routing by layer:
| metal | wire length, um | GRT usage |
|---|---|---|
| met1 | 21600 | 0.218 |
| met2 | 20700 | 0.201 |
| met3 | 2350 | 0.0375 |
| met4 | 818 | 0.0251 |
| met5 | 0 | 0 |
power breakdown:
group / internal, W / total, W / switching, W
clock: 0.000693 / 0.00118 / 0.000487
sequential: 0.00147 / 0.00149 / 0.0000286
combinational: 0.000192 / 0.000427 / 0.000235
total: 0.00235 / 0.00310 / 0.000751
cell usage in the layout, fill, tap and decap left out, types with 11 or more instances in the layout:
master,n
fa_1,39
mux2_2,152
nor2_1,280
clkbuf_16,76
nand3_1,13
nand2b_1,12
xor2_1,26
ha_1,74
xnor2_1,22
edfxtp_1,507
clkinv_2,11
and2_1,73
a21oi_1,153
dfxtp_1,162
nor2b_1,124
o21ai_0,21
buf_4,21
inv_1,72
nand2_1,45
mux2i_1,136
clkbuf_1,21
clkdlybuf4s50_1,109
worst max-delay path, stage by stage:
cell	delay [ns]
clkdlybuf4s50_1	0.55
nand2b_1	0.20
ha_1	0.18
o21a_4	0.25
buf_4	0.57
buf_4	0.76
mux2_2	0.41
Power figures rest on the tool's default switching activity, not on a simulated workload.
